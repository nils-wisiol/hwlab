[flow/design.v]
`timescale 1ns / 1ps
module Echo(
	input wire CLK,
	input wire RX,
	output wire TX,
	output reg LED1
);
reg rst = 0;
wire [7:0] data;
wire rdy_tb;
wire valid_tb;
Receiver r(
	.clk(CLK),
	.rst(rst),
	.din(RX),
	.data_rx(data),
	.valid(valid_tb)
	);
Transmitter t(
	.clk(CLK),
	.rst(rst),
	.en(valid_tb),
	.data_tx(data),
	.rdy(rdy_tb),
	.dout(TX)
	);
initial begin
end
always @(posedge valid_tb)
begin
	if (data == 8'd65) begin
		LED1 <= ~LED1;
	end
end
endmodule
`timescale 1ns / 1ps
module Receiver(
	input wire clk,
	input wire rst,
	input wire din,
	output reg [7:0] data_rx,
	output reg valid
	);
reg [2:0] index;
reg [1:0] state;
reg [8:0] counter;
reg sample_indicator;
initial begin
	state <= 2'd0;
	counter <= 9'd0;
	index <= 3'd0;
	valid <= 0; 
	data_rx <= 8'd0;
end
initial begin
	sample_indicator <= 0;
end
always @(posedge clk)
begin
	if (rst) begin
		state <= 2'd0;
		counter <= 9'd0;
		index <= 3'd0;
		valid <= 0; 
		data_rx <= 8'd0;
	end else begin
		case (state)
			2'd0: begin
				counter <= 9'd0;
				valid <= 0;
				data_rx <= data_rx;
				index <= 3'd0;
				if (~din) begin
					state <= 2'd1;
				end else begin
					state <= 2'd0;
				end
			end
			2'd1: begin
				data_rx <= data_rx;
				index <= 3'd0;
            valid <= 0;
				if (counter < 278) begin
					counter <= counter + 9'd1;
					if (counter == 139 && din) begin
						state <= 2'd0;
					end else begin
						state <= 2'd1; 
					end
				end else begin
					counter <= 9'd0;
					state <= 2'd2;
				end
			end
			2'd2: begin
            valid <= 0;
				if (counter < 278) begin
					counter <= counter + 9'd1;
					if (counter == 139) begin
						sample_indicator <= ~sample_indicator;
						data_rx[index] <= din;
					end else begin
						data_rx <= data_rx;
					end
					state <= state;
				end else begin
					counter <= 9'd0;
					if (index < 7) begin
						index <= index + 3'd1;
						state <= 2'd2;
					end else begin
						index <= 0;
						state <= 2'd3;
					end
				end
			end
			2'd3: begin
				index <= 3'd0;
				data_rx <= data_rx;
				if (counter < 140) begin
					counter <= counter + 9'd1;
					valid <= 0;
					if (counter == 139 && ~din) begin
						state <= 2'd0;
					end else begin
						state <= 2'd3; 
					end
				end else begin
					counter <= 9'd0;
					valid <= 1;
					state <= 2'd0;
				end
			end
		endcase
	end
end
endmodule
`timescale 1ns / 1ps
module Transmitter(
	input wire clk,
	input wire rst,
	input wire en,
	input wire [7:0] data_tx,
	output reg rdy,
	output reg dout
	);
reg [2:0] index;
reg [1:0] state;
reg [8:0] counter;
initial begin
	state <= 2'd0;
	counter <= 9'd0;
	rdy <= 1;
	dout <= 1;
end
always @(posedge clk)
begin
	if (rst) begin
		state <= 2'd0;
		counter <= 9'd0;
		rdy <= 1;
		dout <= 1;
	end else begin
		case (state)
			2'd0: begin
				counter <= 9'd0;
				rdy <= 1;
				dout <= 1;
				index <= 3'd0;
				if (en) begin
					state <= 2'd1;
				end else begin
					state <= 2'd0;
				end
			end
			2'd1: begin
				rdy <= 0;
				dout <= 0;
				index <= 3'd0;
				if (counter < 278) begin
					counter <= counter + 9'd1;
					state <= 2'd1;
				end else begin
					counter <= 0;
					state <= 2'd2;
				end
			end
			2'd2: begin
				rdy <= 0;
				if (counter == 0) begin
					dout <= data_tx[index];
				end else begin
					dout <= dout;
				end
				if (counter < 278) begin
					counter <= counter + 9'd1;
					index <= index;
					state <= 2'd2;
				end else begin
					if (index < 7) begin
						index <= index + 3'd1;
						counter <= 0;
						state <= 2'd2;
					end else begin
						index <= 0;
						counter <= 0;
						state <= 2'd3;
					end
				end
			end
			2'd3: begin
				rdy <= 0;
				dout <= 1;
				index <= 0;
				if (counter < 278) begin
					counter <= counter + 9'd1;
					state <= 2'd3;
				end else begin
					counter <= 0;
					state <= 2'd0;
				end
			end
		endcase
	end
end
endmodule
[flow/run.sh]
#!/bin/bash
# OpenROAD 26Q1-2900-gdf79404cd8, Yosys 0.63+post, stock flow scripts
make -C /OpenROAD-flow-scripts/flow DESIGN_CONFIG=/design/flow/config.mk WORK_HOME=/design/flow/orfs finish
[flow/config.mk]
export PLATFORM = sky130hd
export DESIGN_NAME = Echo
export DESIGN_NICKNAME = Echo
export VERILOG_FILES = /design/flow/design.v
export SDC_FILE = /design/flow/constraint.sdc
export NUM_CORES = 4
export LEC_CHECK = 1
export CORE_UTILIZATION = 30
[flow/constraint.sdc]
current_design Echo

set clk_period 3.7
set clk_io_pct 0.2

create_clock -name clk0 -period $clk_period [get_ports {CLK}]

set non_clock_inputs [all_inputs -no_clocks]
set_input_delay [expr $clk_period * $clk_io_pct] -clock clk0 $non_clock_inputs
set_output_delay [expr $clk_period * $clk_io_pct] -clock clk0 [all_outputs]
==> results.json <==
{
  "netlist_instances": 209,
  "timing.rr.end": "r.data_rx[4]",
  "syn_area_per_cell_um2": 10.1,
  "area_growth_pct": 11.2,
  "maxSlewViolCount": 0,
  "drv_cap": 0,
  "path_max_fanout": 11,
  "ir_drop_mv": 0.135,
  "crit_family": "flip-flops",
  "cts_resized": 0,
  "dp_hpwl_mm": 2.50,
  "whs_path_depth": 1,
  "diodes": 0,
  "die_x_um": 86.0,
  "drc": 0,
  "drt_iter0_markers": 81,
  "ant_nets": 0,
  "met3_usage_pct": 1.76,
  "ff_latch_area_um2": 961,
  "synth.distinct_cells": 44,
  "arrival_ns": 2.10,
  "cp_cell_sequence": "inv_1, ha_1, xor2_1, nor4_1, mux2_2",
  "firstDrtPassIters": 4,
  "p_per_area_nw_per_um2": 454,
  "clock_skew_ns": 0.00292,
  "setup_violations": 0,
  "edf_count": 18,
  "worstPathRequired_ns": 3.74,
  "fin_crit_sh_pct": 55.8,
  "cts_made_buffers": 5,
  "flop_cell": "dfxtp_1",
  "synth-seq-area-share_pct": 45.4,
  "port_buffers": 3,
  "untimed_endpoints": 3,
  "cts_htree_levels": 2,
  "row_count": 30,
  "setup_tns_ns": 0,
  "clock_latency_ns": 0.28,
  "holdWs_ns": 0.472,
  "grt_first_pass_wirelength_mm": 6.06,
  "warnings": 37,
  "grt_remaining_overflow": 0,
  "grt_max_degree": 13,
  "die_y_um": 86.0,
  "hold_end": "r.counter[0]",
  "status": "finished clean",
  "path_clk_slew_ns": 0.07,
  "synth-seq-cells": 39,
  "grt_pass1_vias": 1341,
  "rsz0062_at_grt": "false",
  "crit_slowest_cell": "edfxtp_1",
  "fp_util_pct": 31.1,
  "place.gp.congestion": 0.773,
  "final-hold-violation-count": 0,
  "routedWlPerCell_um": 10.9,
  "endpoint_kind": "register",
  "tightest_slew_ns": 0.654,
  "grt_usage_pct": 10.2,
  "combGateArea_um2": 1080,
  "clock.fmax_ghz": 0.485,
  "top_usage_layer": "met2",
  "worst_setup_path_start_kind": "register",
  "finish.instance_area_um2": 2350,
  "synth_chip_area_um2": 2110,
  "place_area_um2": 2250,
  "ys.warnings.count": 3,
  "vias": 1468,
  "drive_gt1_share_pct": 7.37,
  "cts-root-buf": "clkbuf_8",
  "relSlewSlack_pct": 56.3,
  "cts_tree": "built",
  "r2r_cells": 5,
  "viasPerCell": 4.69,
  "post-place-cells": 305,
  "p_leak_nw": 0.850,
  "post_cts_buffers": 0,
  "chipArea_um2": 7390,
  "regToRegSetupSlack_ns": 1.64,
  "r2r-start": "r.index[0]",
  "core_um2": 6790,
  "async_reset_ff_share_pct": 0,
  "post_layout_nonfiller_instances": 313,
  "ctsHoldBuffers": 0,
  "drt_wl_total_mm": 3.42,
  "min_from": "r.counter[0]",
  "met2_usage_pct": 16.2,
  "io_pins": 4,
  "critPathBufInv": 1,
  "use_met1_pct": 15.3,
  "antenna_found_initial": 0,
  "unclocked_pins": 1,
  "fin_crit_ns": 2.06,
  "fill_cells": 656,
  "path_class": "reg2reg",
  "clk_path_buf_depth": 2,
  "yosys_cells": 209,
  "syn_area_um2": 2110,
  "hold_class": "reg2reg",
  "slowest_delay_ns": 0.56
}
==> cell usage after synthesis, types with 2 or more instances <==
| library cell | instances | area share [%] |
|---|---|---|
| dfxtp_1 | 21 | 20 |
| nand2_1 | 21 | 3.7 |
| nor2_1 | 19 | 3.4 |
| edfxtp_1 | 18 | 26 |
| ha_1 | 18 | 11 |
| inv_1 | 14 | 2.5 |
| a21oi_1 | 9 | 2.1 |
| nand3_1 | 9 | 2.1 |
| o21ai_0 | 9 | 2.1 |
| xnor2_1 | 9 | 3.7 |
| xor2_1 | 8 | 3.3 |
| nor3_1 | 7 | 1.7 |
| and3_1 | 5 | 1.5 |
| nor4_1 | 4 | 1.2 |
| nand4_1 | 3 | 0.89 |
| a21o_1 | 2 | 0.71 |
| a22o_1 | 2 | 0.83 |
| a31oi_1 | 2 | 0.59 |
| a32oi_1 | 2 | 0.83 |
| mux2_2 | 2 | 1.1 |
| mux4_2 | 2 | 2.1 |
==> how the worst max path moves through the flow <==
stage / end / start / slack [ns] / depth (start not counted)
4_1_cts: r.data_rx[4] / r.index[0] / 1.64 / 5
5_1_grt: r.data_rx[4] / r.index[0] / 1.47 / 5
6_report: r.data_rx[4] / r.index[0] / 1.64 / 5
==> final cells by class <==
type | count | share of cell area [%]
tap | 96 | 5.11
timing repair buffer | 3 | 1.28
inverter | 14 | 2.23
sequential | 39 | 40.9
multi-input combinational | 153 | 46.1
clock inverter | 2 | 0.426
clock buffer | 6 | 3.99
==> report_power, final <==
part           switching, mW  internal (mW)  total (mW)
Sequential            0.0415          0.475       0.516
Combinational          0.144         0.0942       0.238
Clock                  0.141          0.171       0.312
==> routing by layer <==
metal	share of wire (%)	wire, µm
met5	0	0
met2	45	1550
met1	49	1690
met3	3.0	103
met4	2.3	78
==> flip-flops by register name (all words and copies together), names as in the netlist <==
register   flops
r.state        2
t.counter      9
LED1           1
t.index        3
r.data_rx      8
r.index        3
t.state        2
t.dout         1
r.counter      9
r.valid        1
==> worst reg2reg max path, stage by stage (launching register included) <==
cell      delay, ns
edfxtp_1       0.56
inv_1          0.14
ha_1           0.27
xor2_1         0.22
nor4_1         0.28
mux2_2         0.36
==> layout by cell type, fill, tap and decap left out, types with 3 or more instances in the layout <==
cell type	instances
clkbuf_8	5
o21ai_0	9
nor4_1	4
nand4_1	3
clkdlybuf4s50_1	3
nor3_1	7
xor2_1	8
nor2_1	19
nand2_1	21
inv_1	14
xnor2_1	9
edfxtp_1	18
and3_1	5
nand3_1	9
dfxtp_1	21
ha_1	18
a21oi_1	9
==> per-stage QoR <==
stage	setup WS (ns)	util, %	power, mW
after floorplan	1.69	-	0.710
after global placement	1.62	33.1	0.761
after detailed placement	1.60	33.1	0.763
after CTS	1.64	34.6	1.08
after global routing	1.47	34.6	1.14
final	1.64	34.6	1.07
==> cells by family after synthesis <==
family	Yosys count	synth area share, %
AND/OR/NAND/NOR	78	18.2
adder cells (fa/ha/maj)	18	10.7
multiplexers	4	3.20
XOR/XNOR	17	7.04
flip-flops	39	45.4
AND-OR/OR-AND	36	12.2
buffers and inverters	17	3.25
Power is estimated from default activity; no workload was simulated.
