File: /design/flow/config.mk
export PLATFORM = sky130hd
export DESIGN_NAME = Mitm
export DESIGN_NICKNAME = Mitm
export VERILOG_FILES = /design/flow/design.v
export SDC_FILE = /design/flow/constraint.sdc
export NUM_CORES = 4
export LEC_CHECK = 1
export CORE_UTILIZATION = 50
File: /design/flow/design.v
`timescale 1ns / 1ps
module Mitm(
	input wire CLK,
	input wire RX,
	output wire TX,
	output wire C4,  
	output wire C5,  
	input wire C6,  
	input wire C7,  
	output reg LED1
);
reg [1:0] state = 2'd0;
reg rst = 0;
wire [7:0] data;
wire usb_data_trigger;
wire [7:0] bs_data_rx;
reg [7:0] bs_data_tx;
reg bs_en;
wire bs_data_trigger;
wire [7:0] bg_data_rx;
reg [7:0] bg_data_tx;
reg bg_en;
wire bg_data_trigger;
Receiver r_usb(
	.clk(CLK),
	.rst(rst),
	.din(RX),
	.data_rx(data),
	.valid(usb_data_trigger)
	);
Transmitter t_usb(
	.clk(CLK),
	.rst(rst),
	.en(usb_data_trigger),
	.data_tx(data),
	.dout(TX)
	);
Transmitter t_bs(
	.clk(CLK),
	.rst(rst),
	.en(bs_en),
	.data_tx(bs_data_tx),
	.dout(C4)
	);
Receiver r_bs(
	.clk(CLK),
	.rst(rst),
	.din(C6),
	.data_rx(bs_data_rx),
	.valid(bs_data_trigger)
	);
Transmitter t_bg(
	.clk(CLK),
	.rst(rst),
	.en(bg_en),
	.data_tx(bg_data_tx),
	.dout(C5)
	);
Receiver r_bg(
	.clk(CLK),
	.rst(rst),
	.din(C7),
	.data_rx(bg_data_rx),
	.valid(bg_data_trigger)
	);
always @(posedge CLK) begin
	if (usb_data_trigger) begin
		if (data == 8'd71) begin  
			LED1 <= ~LED1;
			state <= 2'd1;
		end else if (data == 8'd78) begin  
			LED1 <= ~LED1;
			state <= 2'd2;
		end else if (data == 8'd79) begin  
			LED1 <= ~LED1;
			state <= 2'd0;
		end
	end
	case (state)
	2'd1: begin
		bg_data_tx <= 8'd71;
		bg_en <= 1;
		bs_data_tx <= 8'd71;
		bs_en <= 1;
	end
	2'd2: begin
		bs_data_tx <= bs_data_tx;
		bg_data_tx <= bg_data_tx;
		bs_en <= 0;
		bg_en <= 0;
		if (bs_data_trigger) begin
			bg_data_tx <= bs_data_rx;
			bg_en <= 1;
		end else if (bg_data_trigger) begin
			bs_data_tx <= bg_data_rx;
			bs_en <= 1;
		end
	end
	2'd0: begin
		bs_data_tx <= 8'd0;
		bg_data_tx <= 8'd0;
		bs_en <= 0;
		bg_en <= 0;
	end
	endcase
end
endmodule
`timescale 1ns / 1ps
module Receiver(
	input wire clk,
	input wire rst,
	input wire din,
	output reg [7:0] data_rx,
	output reg valid
	);
reg [2:0] index;
reg [1:0] state;
reg [8:0] counter;
reg sample_indicator;
initial begin
	state <= 2'd0;
	counter <= 9'd0;
	index <= 3'd0;
	valid <= 0; 
	data_rx <= 8'd0;
end
initial begin
	sample_indicator <= 0;
end
always @(posedge clk)
begin
	if (rst) begin
		state <= 2'd0;
		counter <= 9'd0;
		index <= 3'd0;
		valid <= 0; 
		data_rx <= 8'd0;
	end else begin
		case (state)
			2'd0: begin
				counter <= 9'd0;
				valid <= 0;
				data_rx <= data_rx;
				index <= 3'd0;
				if (~din) begin
					state <= 2'd1;
				end else begin
					state <= 2'd0;
				end
			end
			2'd1: begin
				data_rx <= data_rx;
				index <= 3'd0;
            valid <= 0;
				if (counter < 278) begin
					counter <= counter + 9'd1;
					if (counter == 139 && din) begin
						state <= 2'd0;
					end else begin
						state <= 2'd1; 
					end
				end else begin
					counter <= 9'd0;
					state <= 2'd2;
				end
			end
			2'd2: begin
            valid <= 0;
				if (counter < 278) begin
					counter <= counter + 9'd1;
					if (counter == 139) begin
						sample_indicator <= ~sample_indicator;
						data_rx[index] <= din;
					end else begin
						data_rx <= data_rx;
					end
					state <= state;
				end else begin
					counter <= 9'd0;
					if (index < 7) begin
						index <= index + 3'd1;
						state <= 2'd2;
					end else begin
						index <= 0;
						state <= 2'd3;
					end
				end
			end
			2'd3: begin
				index <= 3'd0;
				data_rx <= data_rx;
				if (counter < 140) begin
					counter <= counter + 9'd1;
					valid <= 0;
					if (counter == 139 && ~din) begin
						state <= 2'd0;
					end else begin
						state <= 2'd3; 
					end
				end else begin
					counter <= 9'd0;
					valid <= 1;
					state <= 2'd0;
				end
			end
		endcase
	end
end
endmodule
`timescale 1ns / 1ps
module Transmitter(
	input wire clk,
	input wire rst,
	input wire en,
	input wire [7:0] data_tx,
	output reg rdy,
	output reg dout
	);
reg [2:0] index;
reg [1:0] state;
reg [8:0] counter;
initial begin
	state <= 2'd0;
	counter <= 9'd0;
	rdy <= 1;
	dout <= 1;
end
always @(posedge clk)
begin
	if (rst) begin
		state <= 2'd0;
		counter <= 9'd0;
		rdy <= 1;
		dout <= 1;
	end else begin
		case (state)
			2'd0: begin
				counter <= 9'd0;
				rdy <= 1;
				dout <= 1;
				index <= 3'd0;
				if (en) begin
					state <= 2'd1;
				end else begin
					state <= 2'd0;
				end
			end
			2'd1: begin
				rdy <= 0;
				dout <= 0;
				index <= 3'd0;
				if (counter < 278) begin
					counter <= counter + 9'd1;
					state <= 2'd1;
				end else begin
					counter <= 0;
					state <= 2'd2;
				end
			end
			2'd2: begin
				rdy <= 0;
				if (counter == 0) begin
					dout <= data_tx[index];
				end else begin
					dout <= dout;
				end
				if (counter < 278) begin
					counter <= counter + 9'd1;
					index <= index;
					state <= 2'd2;
				end else begin
					if (index < 7) begin
						index <= index + 3'd1;
						counter <= 0;
						state <= 2'd2;
					end else begin
						index <= 0;
						counter <= 0;
						state <= 2'd3;
					end
				end
			end
			2'd3: begin
				rdy <= 0;
				dout <= 1;
				index <= 0;
				if (counter < 278) begin
					counter <= counter + 9'd1;
					state <= 2'd3;
				end else begin
					counter <= 0;
					state <= 2'd0;
				end
			end
		endcase
	end
end
endmodule
File: /design/flow/run.sh
#!/bin/bash
# OpenROAD 26Q1-2900-gdf79404cd8, Yosys 0.63+post, stock flow scripts
make -C /OpenROAD-flow-scripts/flow DESIGN_CONFIG=/design/flow/config.mk WORK_HOME=/design/flow/orfs finish
File: /design/flow/constraint.sdc
current_design Mitm

set clk_period 2.1
set clk_io_pct 0.2

create_clock -name clk0 -period $clk_period [get_ports {CLK}]

set non_clock_inputs [all_inputs -no_clocks]
set_input_delay [expr $clk_period * $clk_io_pct] -clock clk0 $non_clock_inputs
set_output_delay [expr $clk_period * $clk_io_pct] -clock clk0 [all_outputs]
==> run summary <==
impl run done, here's what came out: Worst setup startpoint r_usb.index[1], antenna diode count 0, largest net degree at the start of global routing 17, Mapped Avg Cell Area 10.5 um2, tool warnings 61, final hold vios 0, CP startpoint kind register, DR WL met2 5360 um, cell breakdown of the critical path inv_1 -> ha_1 -> xor2_1 -> nor4_1 -> mux2_2, Max Clk Rate 535 MHz, Net Sw Frac 27.5%, most numerous logic cells after layout edfxtp_1, nor2_1, dfxtp_1, share of layout cells above drive strength 1 9.07%, status complete, no violations, first-pass GRT wire length 20,600 um, CTS max path bufs 2, sequential share of power 41.3%, die area 14,600 um2, overall routing resource usage 18.0%, IO Count 8, worst min path class register to register, WP data required 2.25 ns, final core utilization 57.7%, Cell Pwr Density 939 nW/um2, RR Startpoint r_usb.index[1], critical path type register to register, internal power consumption 5.43 mW, M1 WL 5860 um, Chip Height 121 um, Worst Max-Slew Pin Slew 0.482 ns, First-pass DRT Iterations 6, vias in the first global route 4,542, GP Congestion 0.854, cycle use final 88.9%, initial antenna violation count 0, total grt overflow 0, post-cts resize count 0, flop2flop setup slack 0.23 ns, latest clock arrival within the worst-skew pair 0.40 ns, CTS tree built, FF+latch area 3420 um2, ys async rst share 0%, # Cells Yosys 673, FILL cells 1,116, TNS Setup 0 ns, Slew HR 67.6%, Worst Setup EP r_usb.data_rx[4], top sig layer met4, # Max-Cap Violations 0, WL/cell 13.3 um, cts hold-fix bufs 0, Worst Reg-to-Reg Cells 5, Cells after Synth 673, CP max-delay cell edfxtp_1, Row Count 43, Post-DRT Antenna Nets 0, Cell Type Count 58, routed vias 4,752, clock root cell clkbuf_16, hpwl dp 8220 um, vias per cell 5.36, final setup fails 0, Pins Over Slew Limit 0, core area 13,800 um2, unrepaired setup endpoints after global routing false, # port buffers 7, Worst EP arrival 2.02 ns, Peak VDD IR 544 uV, Post-synth EDFFs 72, Remaining DRCs 0, final WL 11,800 um, sw power 2.06 mW, Clock Power Share 39.5%, Worst Skew 0.00504 ns, Gate Area 3400 um2, CTS H-tree lvls 4, FF-to-FF End r_usb.data_rx[4], leakage 2.87 nW, Clock transition at path regs 0.05 ns, Post-Synthesis Cell Area 7060 um2, Worst path max stage delay 0.43 ns, Die Span X 121 um, main flop type edfxtp_1, worst-path maximum fanout 7, min Tclk post-route 1.87 ns, Yosys Chip Area 7060 um2, Post-synth regs 135, Gate power share 19.2%, Inserted Clock Buffers 17, routed wl met3 467 um, sequential cell area fraction in the yosys report 48.5%, Initial Util 51.1%, Yosys Warn Count 3, Crit. End Element register, number of buffers added for setup after CTS 0, CTS sink cnt 135, Layout area overhead 12.9%, DRT iter0 DRCs 291
[cell families (layout without fill, tap and decap cells)]
group	count (synthesis)	in the layout	synth area share (%)
xor+xnor	51	51	6.33
compound gates	112	112	12.0
buf+inv	62	95	3.44
flops	135	135	48.5
mux	14	14	3.19
fa+ha+maj	54	54	9.57
simple gates	245	245	17.0
[critical path, delay by kind of cell (launching register included)]
| kind | cells | cell delay (ns) |
|---|---|---|
| muxes | 1 | 0.36 |
| and+or+nand+nor | 1 | 0.29 |
| xor gates and xnor gates | 1 | 0.22 |
| buffers and inverters | 1 | 0.09 |
| DFF | 1 | 0.43 |
| adders and majority gates | 1 | 0.23 |
[synthesized netlist by cell type, types with 10 or more instances]
cell | instances | share of area, %
a211oi_1 | 12 | 1.3
a21o_1 | 14 | 1.5
a21oi_1 | 13 | 0.92
and3_1 | 13 | 1.2
clkbuf_1 | 12 | 0.64
dfxtp_1 | 63 | 18
edfxtp_1 | 72 | 31
ha_1 | 54 | 9.6
inv_1 | 47 | 2.5
nand2_1 | 61 | 3.2
nand3_1 | 33 | 2.3
nor2_1 | 72 | 3.8
nor3_1 | 15 | 1.1
nor4_1 | 10 | 0.89
o21ai_0 | 24 | 1.7
xnor2_1 | 29 | 3.6
xor2_1 | 22 | 2.7
[power by group through the flow]
stage | logic, mW | clock network [mW] | registers (mW)
after CTS | 1.44 | 3.03 | 3.09
after global routing | 1.64 | 3.14 | 3.12
final | 1.44 | 2.96 | 3.09
[registers in the layout, summed over array words and instances (netlist names), 3 cells and up]
name           count
bg_data_tx         8
bs_data_tx         8
r_bg.counter       9
r_bg.data_rx       8
r_bg.index         3
r_bs.counter       9
r_bs.data_rx       8
r_bs.index         3
r_usb.counter      9
r_usb.data_rx      8
r_usb.index        3
t_bg.counter       9
t_bg.index         3
t_bs.counter       9
t_bs.index         3
t_usb.counter      9
t_usb.index        3
[area by class of cell]
type	count	share of cell area, %
flip-flops and latches	135	42.9
multi-input cells	476	42.6
clock buffers	28	7.41
well taps	180	2.83
inverters	47	2.21
repair buffers	16	1.73
clock inverters	4	0.283
[per-stage QoR]
stage | worst slack (ns) | std cells | power (mW) | area, um2 | hold WS, ns
floorplan | 0.0723 | 673 | 4.23 | 7060 | 0.423
global placement | 0.280 | 854 | 4.54 | 7360 | 0.440
detailed placement | 0.216 | 854 | 4.57 | 7360 | 0.441
CTS | 0.212 | 886 | 7.56 | 7970 | 0.449
global route | 0.0674 | 886 | 7.89 | 7970 | 0.488
finish | 0.232 | 886 | 7.49 | 7970 | 0.445
[worst min path at each step]
stage | from | to | slack [ns] | depth (start not counted)
finish | r_usb.counter[0] | r_usb.counter[0] | 0.44 | 1
global route | r_usb.counter[0] | r_usb.counter[0] | 0.49 | 1
CTS | r_usb.counter[0] | r_usb.counter[0] | 0.45 | 1
[routing by layer]
metal | GRT usage (%) | vias to the layer above
met3 | 4.00 | 4
met4 | 1.70 | 0
met5 | 0 | -
met1 | 29.2 | 2206
met2 | 27.4 | 77
li1 | - | 2465
Power figures rest on the tool's default switching activity, not on a simulated workload.
