File: flow/run.sh
#!/bin/bash
# OpenROAD 26Q1-2900-gdf79404cd8, Yosys 0.63+post, stock flow scripts
make -C /OpenROAD-flow-scripts/flow DESIGN_CONFIG=/design/flow/config.mk WORK_HOME=/design/flow/orfs finish
File: flow/config.mk
export PLATFORM = sky130hd
export DESIGN_NAME = Passthrough
export DESIGN_NICKNAME = Passthrough
export VERILOG_FILES = /design/flow/design.v
export SDC_FILE = /design/flow/constraint.sdc
export NUM_CORES = 4
export LEC_CHECK = 1
export CORE_UTILIZATION = 30
File: flow/constraint.sdc
current_design Passthrough

set clk_period 4.6
set clk_io_pct 0.2

create_clock -name clk0 -period $clk_period [get_ports {CLK}]

set non_clock_inputs [all_inputs -no_clocks]
set_input_delay [expr $clk_period * $clk_io_pct] -clock clk0 $non_clock_inputs
set_output_delay [expr $clk_period * $clk_io_pct] -clock clk0 [all_outputs]
File: flow/design.v
`timescale 1ns / 1ps
module Passthrough(
	input wire CLK,
	output wire TX,
	output wire C4,  
	output wire C5,  
	input wire C6,  
	output wire C8,  
	output reg LED1,
	output wire C15
);
reg rst;
reg [7:0] bs_send_char;
reg bs_send_char_en;
reg bs_send_char_valid;
reg [7:0] usb_send_char;
reg usb_send_char_en;
reg usb_send_char_valid;
wire [7:0] data1;
wire data1_trigger;
wire [7:0] data2;
wire data2_trigger;
wire t_usb_rdy;
wire t_bs_rdy;
reg target_reset;
reg [2:0] state;  
reg [3:0] num_bytes = 4'd0;  
reg [12:0] resp_time =13'd0;  
reg [12:0] max_resp = 13'd0;  
reg [7:0] max_char = 8'd0;  
reg [16:0] timeout;  
reg [16:0] grace_timeout;  
reg [7:0] current_char;
reg debug;
Transmitter t_usb(
	.clk(CLK),
	.rst(rst),
	.rdy(t_usb_rdy),
	.en(usb_send_char_en),
	.data_tx(usb_send_char),
	.dout(TX)
	);
Transmitter t_bs(
	.clk(CLK),
	.rst(rst),
	.rdy(t_bs_rdy),
	.en(bs_send_char_en),
	.data_tx(bs_send_char),
	.dout(C4)
	);
assign C8 = target_reset;
assign C5 = debug;
assign C15 = t_bs_rdy;
initial begin
    state <= 3'd0;
    bs_send_char <= 8'd32;
    timeout <= 17'd0;
    num_bytes <=4'd0;
    max_resp <= 13'd0;
    LED1 <=0;
    debug <= 0;
	 rst <= 0;
	 current_char <= 8'd32;
end
always @(posedge CLK) begin
	bs_send_char_en <= 0;  
	usb_send_char_en <= 0;
	target_reset <= 1;
    bs_send_char <= bs_send_char;
	 current_char <= current_char;
    case (state)
        3'd0: begin
            timeout <= timeout + 17'd1;
            state <= 3'd0;
            if (timeout == 17'd110000) begin
                state <= 3'd1;
					 num_bytes <= 4'd0;
                resp_time <= 13'd0;
                if (current_char == 8'd126) begin
                    current_char <= 8'd32;
                    max_resp <= 0;
                    usb_send_char_en <=1;
                end else begin
                    current_char <= current_char +8'd1;
                end
            end
        end
        3'd1: begin
				if (num_bytes == 8'd0) begin
					bs_send_char <= 8'd72;  
				end else if (num_bytes == 8'd1) begin
					bs_send_char <= 8'd52;  
				end else if (num_bytes == 8'd2) begin
					bs_send_char <= 8'd114;  
				end else if (num_bytes == 8'd3) begin
					bs_send_char <= 8'd100;  
				end else if (num_bytes == 8'd4) begin
					bs_send_char <= 8'd99;  
				end else if (num_bytes == 8'd5) begin
					bs_send_char <= 8'd48;  
				end else if (num_bytes == 8'd6) begin
					bs_send_char <= 8'd114;  
				end else if (num_bytes == 8'd7) begin
					bs_send_char <= 8'd51;  
				end else begin
					bs_send_char <= current_char;
				end
            bs_send_char_en <= 1;
            num_bytes <= num_bytes + 5'd1;
            state <= 3'd4;
				grace_timeout <= 16'd0;
        end
		  3'd4: begin
				if (grace_timeout == 16'd1000) begin
					state <= 3'd2;
				end else begin
					grace_timeout <= grace_timeout + 16'd1;
				end
		  end
        3'd2: begin
            state <= state;
            if (t_bs_rdy && !(num_bytes == 4'd0)) begin
                state <= 3'd1;
                num_bytes <= num_bytes;
            end else if (t_bs_rdy) begin
                num_bytes <= 4'd0;
                state <= 3'd3;    
                resp_time <= 13'd0; 
					 debug <= 1;
            end
        end
        3'd3: begin
            state <= state;
            bs_send_char <= bs_send_char;
            resp_time <= resp_time +13'd1;
            if (~C6) begin
					debug <= 0;
                if (resp_time > max_resp) begin
                    LED1 <= 1;
                    max_char <= current_char;
                    max_resp <= resp_time;
                end
                resp_time <=13'd0;
                num_bytes <= 4'd0;
                timeout <= 17'd0;
					 timeout <= timeout + 64 * max_char;
                usb_send_char <= max_char;
                state <= 3'd0;
                target_reset <= 0;
            end
        end
    endcase 
end
endmodule
`timescale 1ns / 1ps
module Transmitter(
	input wire clk,
	input wire rst,
	input wire en,
	input wire [7:0] data_tx,
	output reg rdy,
	output reg dout
	);
reg [2:0] index;
reg [1:0] state;
reg [8:0] counter;
initial begin
	state <= 2'd0;
	counter <= 9'd0;
	rdy <= 1;
	dout <= 1;
end
always @(posedge clk)
begin
	if (rst) begin
		state <= 2'd0;
		counter <= 9'd0;
		rdy <= 1;
		dout <= 1;
	end else begin
		case (state)
			2'd0: begin
				counter <= 9'd0;
				rdy <= 1;
				dout <= 1;
				index <= 3'd0;
				if (en) begin
					state <= 2'd1;
				end else begin
					state <= 2'd0;
				end
			end
			2'd1: begin
				rdy <= 0;
				dout <= 0;
				index <= 3'd0;
				if (counter < 278) begin
					counter <= counter + 9'd1;
					state <= 2'd1;
				end else begin
					counter <= 0;
					state <= 2'd2;
				end
			end
			2'd2: begin
				rdy <= 0;
				if (counter == 0) begin
					dout <= data_tx[index];
				end else begin
					dout <= dout;
				end
				if (counter < 278) begin
					counter <= counter + 9'd1;
					index <= index;
					state <= 2'd2;
				end else begin
					if (index < 7) begin
						index <= index + 3'd1;
						counter <= 0;
						state <= 2'd2;
					end else begin
						index <= 0;
						counter <= 0;
						state <= 2'd3;
					end
				end
			end
			2'd3: begin
				rdy <= 0;
				dout <= 1;
				index <= 0;
				if (counter < 278) begin
					counter <= counter + 9'd1;
					state <= 2'd3;
				end else begin
					counter <= 0;
					state <= 2'd0;
				end
			end
		endcase
	end
end
endmodule
==> results.sh <==
# source this file to load flow results
export IMPL_status="complete, no violations"
export IMPL_io_pins=8
export IMPL_setup_slack_ns=1.704
export IMPL_post_route_drc_count=0
export IMPL_hold_buffers=0
export IMPL_syn_inst=660
export IMPL_grt_pass1_vias=4230
export IMPL_chipArea_um2=24330
export IMPL_setup_tns_ns=0
export IMPL_fin_area_um2=8159
export IMPL_rows=55
export IMPL_syn_avg_cell_area_um2=10.78
export IMPL_worstMarginPinSlew_ns=0.7142
export IMPL_yosysWarnings=2
export IMPL_power_leakage_nw=3.009
export IMPL_max_slew_margin_pct=52.27
export IMPL_timing_rr_start="state[2]$_DFFE_PP_"
export IMPL_lay_top_count="edfxtp_1"
export IMPL_grt_max_degree=27
export IMPL_post_dp_cell_area_um2=7543
export IMPL_end_kind="flop"
export IMPL_max_cap_violations=0
export IMPL_ys_top_cells_by_area="edfxtp_1 46%, ha_1 8.1%, dfxtp_1 7.3%, nor2_1 4.2%, xnor2_1 4.1%"
export IMPL_die_width_um=156.0
export IMPL_grt_overflow_total=0
export IMPL_cts_buffer_depth=2
export IMPL_start_kind="flop"
export IMPL_cts_clk_slew_worst_paths_ns=0.06
export IMPL_max_stage_delay_ns=0.56
export IMPL_grt_usage_pct=10.88
export IMPL_place_ws_ns=1.689
export IMPL_path_class="reg2reg"
export IMPL_crit_path_max_fanout=22
export IMPL_max_freq_mhz=345.3
export IMPL_drive_gt1_share_pct=6.987
export IMPL_vias_per_cell=4.546
export IMPL_powerDensity_nw_per_um2=332.5
export IMPL_cp_slowest_cell="edfxtp_1"
export IMPL_crit_path_cell_trace="nor2b_4, and2_4, inv_1, nor2_1, nand2_1, a21oi_1, buf_4, or2_1"
export IMPL_syn_to_final_growth_pct=14.73
export IMPL_flop_cell="edfxtp_1"
export IMPL_hp_class="reg2reg"
export IMPL_fillers=2207
export IMPL_finalClockPeriodUsage_pct=62.96
export IMPL_dp_hpwl_um=8457
export IMPL_postSynth_asyncResetShare_pct=0
export IMPL_fin_worst_skew_ns=0.008201
export IMPL_setup_violations=0
export IMPL_cts_sinks=135
export IMPL_yosys_cells=660
export IMPL_vdd_drop_max_v=0.0002206
export IMPL_grt_pass1_wl_um=20680
export IMPL_rsz0062_at_grt="false"
export IMPL_drt_first_pass_iters=4
export IMPL_die_y_um=156.0
export IMPL_cp_required_ns=4.65
export IMPL_hp_start="bs_send_char_en$_DFF_P_"
export IMPL_postCtsSetupRepairBufs=0
export IMPL_via_count=4546
export IMPL_place_congestion=0.8263
export IMPL_root_buffer="clkbuf_16"
export IMPL_yosys_area_um2=7112
export IMPL_warning_count=39
export IMPL_clkLatencyLatePin_ns=0.42
export IMPL_postSynthSeqShare_pct=53.34
export IMPL_h_tree_depth=4
export IMPL_startpoint="state[2]$_DFFE_PP_"
export IMPL_antennaDiodeCount=0
export IMPL_routed_wl_um=12080
export IMPL_routedWlPerCell_um=12.08
export IMPL_arrival_ns=2.95
export IMPL_enable_flop_cells=109
export IMPL_yosys_area_top_type_share_pct=46.02
export IMPL_port_buffers=7
export IMPL_hold_viol=0
export IMPL_ys_ff=135
export IMPL_ys_types=54
export IMPL_min_period_ns=2.896
export IMPL_ant_nets=0
export IMPL_finish_utilization_pct=35.60
export IMPL_coreArea_um2=22920
export IMPL_cts_repair_resized=0
export IMPL_fp_util_pct=31.03
export IMPL_slew_viol_final=0
export IMPL_top_area_cell="edfxtp_1"
export IMPL_cts_buffers=17
export IMPL_antenna_found_initial=0
export IMPL_drt_iter0_drc=211
export IMPL_synth_area_um2=7112
export IMPL_cts_tree="done"
export IMPL_mostFrequentLayoutCells="109 x edfxtp_1, 80 x nor2_1, 53 x nand2_1"
export IMPL_fin_hold_ws_ns=0.4387
## Yosys cell counts, types with 26 or more instances
master and n:
a21oi_1 29, xor2_1 31, nand3_1 29, inv_1 46
dfxtp_1 26, nand2_1 53, ha_1 46, xnor2_1 33
o21ai_0 26, nor2_1 80, edfxtp_1 109, and3_1 28
## metrics by stage
step	std cells	power [mW]
after detailed placement	968	1.329
after floorplan	660	1.327
final	1000	2.713
after global placement	968	1.329
after CTS	1000	2.739
after global routing	1000	2.794
## metal layers
metal	part of all wire [%]	vias up	GRT usage (%)	wire [µm]
li1	-	2376	-	-
met3	3.5	13	2.999	424
met2	44	52	16.43	5373
met1	51	2105	16.51	6116
met4	1.4	0	1.541	167
met5	0	-	0	0
## state kept, by name, summed over array words and instances, names as in the netlist, 2 cells and up
register / cells
max_char: 8
t_bs.counter: 9
timeout: 17
t_usb.counter: 9
resp_time: 13
max_resp: 13
grace_timeout: 17
t_usb.index: 3
t_bs.index: 3
usb_send_char: 8
state: 3
current_char: 8
bs_send_char: 8
num_bytes: 4
t_usb.state: 2
t_bs.state: 2
## power breakdown
group | leakage (nW) | switching (mW) | internal (mW)
Combinational | 1.44 | 0.000882 | 0.000894
Clock | 0.301 | 0.543 | 0.867
Sequential | 1.27 | 0 | 1.30
## area by class of cell
type	instances	area (µm²)	area share [%]
well taps	313	391.6	4.800
clock inverters	15	190.2	2.331
flip-flops and latches	135	3794	46.50
multi-input cells	463	3085	37.82
repair buffers	11	100.1	1.227
inverters	46	172.7	2.116
clock buffers	17	425.4	5.214
## cell families after synthesis
family / count (synthesis) / synth area share [%]
simple gates: 257 / 17.91
compound gates: 86 / 7.301
xor+xnor: 64 / 7.882
mux: 8 / 1.865
fa+ha+maj: 47 / 8.374
flops: 135 / 53.34
buf+inv: 62 / 3.272
other cells: 1 / 0.05273
## final timing paths
| path | end | slack, ns | cells after the start |
|---|---|---|---|
| worst min-delay path | t_bs.state[0]$_DFF_P_ | 0.44 | 2 |
| worst max-delay path | max_resp[4]$_SDFFCE_PN0P_ | 1.70 | 8 |
| worst min register to register | t_bs.state[0]$_DFF_P_ | 0.44 | 2 |
| worst max register to register | max_resp[4]$_SDFFCE_PN0P_ | 1.70 | 8 |
## critical path, delay by kind of cell, from the launching register on
kind | cells | cell delay (ns)
buffers and inverters | 2 | 0.41
AOI/OAI and AO/OA | 1 | 0.12
and+or+nand+nor | 5 | 1.45
DFF | 1 | 0.56
Power figures rest on the tool's default switching activity, not on a simulated workload.
